<file path="run.sh">
#!/bin/bash
# OpenROAD 26Q1-2900-gdf79404cd8, Yosys 0.63+post, stock flow scripts
make -C /OpenROAD-flow-scripts/flow DESIGN_CONFIG=/design/flow/config.mk WORK_HOME=/design/flow/orfs finish
</file>
<file path="config.mk">
export PLATFORM = sky130hd
export DESIGN_NAME = sdram
export DESIGN_NICKNAME = sdram
export VERILOG_FILES = /design/flow/design.v
export SDC_FILE = /design/flow/constraint.sdc
export NUM_CORES = 4
export LEC_CHECK = 1
export CORE_AREA = 10 10 90 90
export DIE_AREA = 0 0 100 100
</file>
<file path="constraint.sdc">
current_design sdram

set clk_period 3.2
set clk_io_pct 0.2

create_clock -name clk0 -period $clk_period [get_ports {clk_hi}]

set non_clock_inputs [all_inputs -no_clocks]
set_input_delay [expr $clk_period * $clk_io_pct] -clock clk0 $non_clock_inputs
set_output_delay [expr $clk_period * $clk_io_pct] -clock clk0 [all_outputs]
</file>
<file path="design.v">
module sdram (
	inout [15:0]  		sd_data,     
	output reg [12:0]	sd_addr,     
	output reg [1:0] 	sd_dqm,      
	output reg [1:0] 	sd_ba,       
	output 				sd_cs,       
	output 				sd_we,       
	output 				sd_ras,      
	output 				sd_cas,      
	input 		 		init,			 
	input 		 		clk_hi,		 
	input	[2:0]			sdt,
	input [15:0]  		din,			 
	output [15:0]     dout,			 
	input [23:0]   	addr,        
	input [1:0]    	ds,          
	input 		 		oe,          
	input 		 		we           
);
localparam RASCAS_DELAY   = 3'd2;    
localparam BURST_LENGTH   = 3'b000;  
localparam ACCESS_TYPE    = 1'b0;    
localparam CAS_LATENCY    = 3'd2;    
localparam OP_MODE        = 2'b00;   
localparam NO_WRITE_BURST = 1'b1;    
localparam MODE = { 3'b000, NO_WRITE_BURST, OP_MODE, CAS_LATENCY, ACCESS_TYPE, BURST_LENGTH}; 
localparam STATE_FIRST     = 3'd0;    
localparam STATE_CMD_START = 3'd0;  
localparam STATE_CMD_CONT  = STATE_CMD_START  + RASCAS_DELAY;  
localparam STATE_READ      = STATE_CMD_CONT + CAS_LATENCY + 4'd1;
localparam STATE_LAST      = 3'd7;   
reg [4:0] reset;
always @(posedge clk_hi) begin
	if(init)	reset <= 5'h1f;
	else if((sdt == STATE_LAST) && (reset != 0))
		reset <= reset - 5'd1;
end
localparam CMD_INHIBIT         = 4'b1111;
localparam CMD_NOP             = 4'b0111;
localparam CMD_ACTIVE          = 4'b0011;
localparam CMD_READ            = 4'b0101;
localparam CMD_WRITE           = 4'b0100;
localparam CMD_BURST_TERMINATE = 4'b0110;
localparam CMD_PRECHARGE       = 4'b0010;
localparam CMD_AUTO_REFRESH    = 4'b0001;
localparam CMD_LOAD_MODE       = 4'b0000;
reg [3:0] sd_cmd;    
assign sd_cs  = sd_cmd[3];
assign sd_ras = sd_cmd[2];
assign sd_cas = sd_cmd[1];
assign sd_we  = sd_cmd[0];
assign sd_data = (we && (sdt!=0)) ? din : 16'bZZZZZZZZZZZZZZZZ;
assign dout = sd_data;
always @(posedge clk_hi) begin
	sd_cmd <= CMD_INHIBIT;   
	if(reset != 0) begin
		if(sdt == STATE_CMD_START) begin
			if(reset == 13) begin
				sd_cmd <= CMD_PRECHARGE;
				sd_addr[10] <= 1'b1;       
			end
			if(reset == 2) begin
				sd_cmd <= CMD_LOAD_MODE;
				sd_addr <= MODE;
			end
		end
	end else begin
		if(we || oe) begin
			if(sdt == STATE_CMD_START) begin
				sd_cmd <= CMD_ACTIVE;
				sd_addr <= { 1'b0, addr[19:8] };
				sd_ba <= addr[21:20];
				if(!we) sd_dqm <= 2'b00;
				else    sd_dqm <= ~ds;
			end
			if(sdt == STATE_CMD_CONT) begin
				sd_cmd <= we?CMD_WRITE:CMD_READ;
				sd_addr <= { 4'b0010, addr[22], addr[7:0] };   
			end
		end
		else begin
			if(sdt == STATE_CMD_START)
				sd_cmd <= CMD_AUTO_REFRESH;
		end
	end
end
endmodule
</file>
==> impl_metrics.yaml <==
# implementation run metrics
critical_path:
  rrSetupSlack_ns: 1.06
  critical_path_data_arrival_time_ns: 2.03
  worst_endpoint_required_time_ns: 3.09
  timing.setup.critical_path_class: "reg2reg"
  setup.worst_path.start: "reset[0]$_SDFFE_PP1P_"
  startpoint_type: "flop"
  critical_path.reg2reg.startpoint: "reset[0]$_SDFFE_PP1P_"
  cp_cell_sequence: "inv_1 -> ha_1 -> nor4b_2 -> o21ai_1 -> nor4_1"
  max_stage_delay_ns: 0.63
  max_stage_delay_cell_worst_path: "sky130_fd_sc_hd__nor4_1"
  regToRegEndpoint: "sd_ba[1]$_DFFE_PP_"
  largest_fanout_on_the_critical_path: 6
  worst-r2r-cell-count: 5
  crit_path_end_kind: "flop"
grt:
  grtUsageMet1: 0.0772
  gr_ovfl_total: 0
  grt_antenna_before_repair: 0
  grtUsageTotal: 0.0596
  grt-busiest-layer: "met2"
  grtUsageMet2: 0.0906
  use_met3: 0.0285
  grt_pass1_wl_mm: 4.87
  first_global_vias: 974
  pin_count_of_the_biggest_net_entering_global_routing: 15
route:
  drc_markers: 0
  dr_total_vias: 1020
  detail_route.vias_per_cell: 4.16
  antenna-diode-count: 0
  detail-route-antenna-nets: 0
  drt-initial-drc-count: 74
  finalWirelength_mm: 3.26
  drt_first_pass_iters: 4
  wl_per_cell_um: 13.3
min_path:
  worstHoldPathCells: 2
  worst_hold_path_endpoint: "reset[0]$_SDFFE_PP1P_"
  timing.hold.worst.start: "reset[0]$_SDFFE_PP1P_"
  hp-class: "reg2reg"
yosys:
  ys_seq_frac: 0.456
  ys_sh_adder: 0.0346
  synth.cell_area_um2: 1450
  post_synth_mux_area_share: 0
  mean_syn_cell_area_um2: 9.65
  synthCells: 150
  enable_flop_cells: 16
  synth-warning-count: 2
  yosys_cells: 150
  ys_chip_area_um2: 1450
  synth-xor-area-share: 0
  proportion_of_register_bits_with_asynchronous_set_or_reset_after_synthesis: 0
  synth.lib_cells_used.distinct: 33
  synth.ff_latch_count: 25
  synth-main-ff-cell: "sky130_fd_sc_hd__edfxtp_1"
  synth-compound-area-share: 0.0908
  simple_gate_share: 0.214
  synth.logic.top_family: "simple AND/OR/NAND/NOR gates"
clock_network:
  clock_insertion_delay_worst_skew_ns: 0.27
  postCtsHoldBufs: 0
  clockRootBuffer: "sky130_fd_sc_hd__clkbuf_8"
  htree_num_levels: 1
  cts-buffers-inserted: 3
  cts.reportedPaths.clkPinSlew_ns: 0.09
  cts_sinks: 25
  cts_tree: "yes"
  post-cts-setup-buffer-count: 0
  clock_tree.buffer_depth: 2
  cts-resized-gates: 0
final_layout:
  final_layout_size_suffix_gt1_frac: 0.0536
  flow.area_growth_from_synthesis_pct: 27.1
  final_layout_top_logic_cell: "sky130_fd_sc_hd__clkdlybuf4s50_1"
  filler_cell_count: 654
  top_cells_excl_fill_tap: "sky130_fd_sc_hd__clkdlybuf4s50_1, sky130_fd_sc_hd__nand2_1, sky130_fd_sc_hd__edfxtp_1"
timing:
  hold_viol: 0
  period_needed_ns: 2.14
  max_freq_mhz: 467
  report.final.setup_viol: 0
  worstMarginPinSlew_ns: 0.799
  timing_max_transition_violations_final: 0
  final.hold.worst_slack_ns: 0.568
  setup_repair_after_global_routing_missed_its_margin: "no"
  finalCritPeriodShare: 0.669
  skew_ns: 0.00935
  setup_total_negative_slack_ns: 0
  relSlewSlack: 0.462
die:
  boundaryPins: 102
  die_y_um: 100
  initial_utilization: 0.231
  row_count: 29
  design.die.area_um2: 10000
  core_region_area_um2: 6280
  fp.dieW_um: 100
power_and_ir_drop:
  total_leakage_power_nw: 0.663
  design_power_mw: 0.589
  p_per_area_nw_per_um2: 320
  power.ir.vdd_worst_mv: 0.153
placement:
  place_congestion: 0.802
  io_buffers: 51
  dp_hpwl_mm: 2.59
job:
  maxCapViolations: 0
  openroad.warnings: 29
status:
  status: "completed"
-- per-stage QoR --
step | setup slack, ns | cells | instance area [um2] | utilization
6_report | 1.06 | 245 | 1840 | 0.293
5_1_grt | 0.851 | 245 | 1840 | 0.293
4_1_cts | 1.07 | 245 | 1840 | 0.293
3_5_place_dp | 0.827 | 241 | 1790 | 0.286
3_3_place_gp | 0.813 | 241 | 1790 | 0.286
2_1_floorplan | 1.06 | 150 | 1450 | -
-- flip-flops by register name (all words and copies together) (netlist names) --
register,flops
sd_cmd,4
sd_addr,12
reset,5
sd_ba,2
sd_dqm,2
-- cell families (layout without fill, tap and decap cells) --
group,Yosys count,after routing
AND/OR/NAND/NOR,56,56
adder cells (fa/ha/maj),4,4
other,1,1
buffers and inverters,43,61
AND-OR/OR-AND,21,21
flip-flops,25,25
-- area by class of cell --
cell class / instances / area (um2) / share of cell area
flip-flops and latches: 25 / 661 / 0.359
repair buffers: 53 / 526 / 0.286
multi-input cells: 82 / 495 / 0.269
well taps: 77 / 96.3 / 0.0524
clock buffers: 3 / 41.3 / 0.0224
inverters: 4 / 15.0 / 0.00816
clock inverters: 1 / 5.00 / 0.00272
-- worst max-delay path by stage --
stage                                endpoint  slack, ns  depth (start not counted)
after CTS             sd_dqm[1]$_SDFFCE_PN0P_       1.07                          5
after global routing       sd_ba[0]$_DFFE_PP_       0.85                          5
final                      sd_ba[1]$_DFFE_PP_       1.06                          5
-- layer usage --
layer / wire length (um) / part of all wire
met3: 389 / 0.12
met5: 0 / 0
met1: 1370 / 0.42
met2: 1480 / 0.46
met4: 12 / 0.0037
-- worst max-delay path, delay by kind of cell (launching register included) --
| kind | cells | cell delay [ns] |
|---|---|---|
| AND/OR/NAND/NOR | 2 | 0.90 |
| flip-flops | 1 | 0.35 |
| adder cells (fa/ha/maj) | 1 | 0.26 |
| AND-OR/OR-AND | 1 | 0.15 |
| buffers and inverters | 1 | 0.11 |
-- report_power, final --
part           leakage [nW]  internal (mW)  switching [mW]
clock                0.0255         0.0869          0.0959
combinational         0.413         0.0406          0.0233
sequential            0.224          0.341         0.00137
-- synthesized netlist by cell type (4+ instances only) --
master	count	area (um2)
sky130_fd_sc_hd__ha_1	4	50.1
sky130_fd_sc_hd__nor2_1	4	15.0
sky130_fd_sc_hd__inv_1	4	15.0
sky130_fd_sc_hd__buf_4	33	248
sky130_fd_sc_hd__buf_2	4	20.0
sky130_fd_sc_hd__nand2_1	20	75.1
sky130_fd_sc_hd__a21oi_1	8	40.0
sky130_fd_sc_hd__dfxtp_1	9	180
sky130_fd_sc_hd__or3_1	4	25.0
sky130_fd_sc_hd__o21ai_0	4	20.0
sky130_fd_sc_hd__edfxtp_1	16	480
sky130_fd_sc_hd__nand3_1	9	45.0
Power is estimated from default activity; no workload was simulated.
